==> flow/design.v <==
`timescale 1ns / 1ps
module reg_ID_EX(
    output reg [31:0] IR_E=0,
    output reg [31:0] PC4_E=0,
    output reg [31:0] RS_E=0,
    output reg [31:0] RT_E=0,
    output reg [31:0] EXT_E=0,
	 output reg lw_E=0,
	 output reg r_t_E=0,
	 output reg grf_we_E=0,
	 output reg [4:0] grf_rs_E=0,
	 output reg [4:0] grf_rt_E=0,
	 output reg [4:0] grf_rd_E=0,
    input [31:0] IR,
    input [31:0] PC,
    input [31:0] RS,
    input [31:0] RT,
    input [31:0] EXT,
	 input lw,
	 input r_t,
	 input grf_we,
	 input [4:0] grf_rs,
	 input [4:0] grf_rt,
	 input [4:0] grf_rd,
	 input clk,
	 input clr,
	 input stop
    );
reg [31:0] ins,pc,rs,rt,ext;
reg [4:0] grs,grt,grd;
reg we,irt,l;
initial 
begin
	l=0;
	ins=0;
	pc=0;
	rs=0;
	rt=0;
	ext=0;
	we=0;
	irt=0;
	grs=0;
	grt=0;
	grd=0;
end
always @(posedge clk)
begin
	if(clr==1||stop==1)
	begin
		lw_E=0;
		IR_E=0;
		PC4_E=0;
		RS_E=0;
		RT_E=0;
		EXT_E=0;
		grf_we_E=0;
		r_t_E=0;
		grf_rs_E=0;
		grf_rt_E=0;
		grf_rd_E=0;
	end
	else
	begin
		lw_E<=lw;
		IR_E<=IR;
		PC4_E<=PC;
		RS_E<=RS;
		RT_E<=RT;
		EXT_E<=EXT;
		grf_we_E<=grf_we;
		r_t_E<=r_t;
		grf_rs_E<=grf_rs;
		grf_rt_E<=grf_rt;
		grf_rd_E<=grf_rd;
	end
end
endmodule
==> flow/run.sh <==
#!/bin/bash
# OpenROAD 26Q1-2900-gdf79404cd8, Yosys 0.63+post, stock flow scripts
make -C /OpenROAD-flow-scripts/flow DESIGN_CONFIG=/design/flow/config.mk WORK_HOME=/design/flow/orfs finish
==> flow/config.mk <==
export PLATFORM = sky130hd
export DESIGN_NAME = reg_ID_EX
export DESIGN_NICKNAME = reg_ID_EX
export VERILOG_FILES = /design/flow/design.v
export SDC_FILE = /design/flow/constraint.sdc
export NUM_CORES = 4
export LEC_CHECK = 1
export CORE_AREA = 10 10 202 202
export DIE_AREA = 0 0 212 212
==> flow/constraint.sdc <==
current_design reg_ID_EX

set clk_period 1.0
set clk_io_pct 0.2

create_clock -name clk0 -period $clk_period [get_ports {clk}]

set non_clock_inputs [all_inputs -no_clocks]
set_input_delay [expr $clk_period * $clk_io_pct] -clock clk0 $non_clock_inputs
set_output_delay [expr $clk_period * $clk_io_pct] -clock clk0 [all_outputs]
==> notes.md <==
impl run done, here's what came out: Post-synth area hogs=dfxtp_1 (61%), nor3b_2 (26%), nor3b_1 (7.4%), clk slew on worst S/H paths=0.07 ns, final hold violations=0, ANT nets after route=0, part of the power in registers=0.459, slowest cell on the critical path=dfxtp_4, RSZ-0062 raised after global routing=yes, Design Area, Final=9957 sq um, met1 usage=0.09947, Main logic family=simple AND/OR/NAND/NOR gates, max-slew violations=0, total wire length=21020 microns, WP buf/inv=1, Crit path max-delay family=flip-flops, All-Layer GR Usage=0.09000, Comb pwr share=0.112, Congestion Overflow GR=0, tool warnings=27, cell type with the largest total area=dfxtp_1, M2 GR Usage=0.1603, GR peak layer=met2, Max Cap Viol=0, Die Height=212 microns, Post CTS Setup Buffer Count=0, P_leak=0.004113 uW, Power Internal=12390 uW, Final Cycle Share=1.107, status=finished, violations left, Yosys Instances=396, CTS tree=done, HPWL after detailed placement=16580 microns, net switching power=3824 uW, worst vdd ir=1.147 mV, slew margin rel.=0.7010, Hold Buf Count CTS=0, Floorplan Utilization=0.1611, Ys Warns=1, Post-synth seq share=0.6056, slew at the pin with the worst max-slew slack=0.4475 ns, CTS Sinks=178, first-pass GRT wire length=30070 microns, smallest hold slack=0.04655 ns, slowest cell delay on critical path=0.36 ns, num ports=359, vias=4256, Placed Instance Area=10170 sq um, fin util=0.2726, power per cell area=1629 nW/um^2, Filler cells=3769, Synth mux share=0, Sw Ratio=0.2358, first drt pass iteration count=4, TritonCTS buffer count=17, IO buf count=358, Vias/cell=3.405, area share of and/or/nand/nor cells after synthesis=0.3292, Synth-to-Final Area Change=69.21%, Distinct cells, synth=6, syn avg cell area=14.86 sq um, routability congestion estimate=0.8107, M3 GR Usage=0.03961, post-route worst setup slack=-0.1071 ns, worst path required time=0.80 ns, fmax=903.3 MHz, critical path class=reg -> out, critical-path cell list=buf_6, layout cells sized above 1=0.5090, drt initial violations=112, XOR/XNOR Area Share=0, Syn Inst Count=396, CTS H-tree depth=4, DR WL/cell=16.82 microns, clock root cell=clkbuf_16, Clock Power Share=0.429, Clock Path Buffers=2, vias in the first global route=4496, Syn Std Cell Area=5884 sq um, core area=36520 sq um, full die area=44940 sq um, worst hold-check path type=in -> reg, initial antenna violation count=1, Flops after synth=178, Ant. Diodes=0, post-synthesis adder-cell area fraction=0, Yosys top cell area share=0.6056, Min Clock Period, post-route=1.107 ns, CP arrival=0.91 ns, CP Launch Type=flip-flop, FP Rows=70, largest net degree at the start of global routing=23, DRC viols=0, Max FO, Critical Path=1, yosys aoi share=0, failing checks=setup timing, Worst setup EP type=primary output, die span in x=212 microns, YS chip area=5884 sq um, setup violators final=178
-- metal layers --
metal	routed length (microns)	vias to the layer above
met4	248	2
met1	7589	1981
met3	2163	13
met5	13	-
met2	11000	167
li1	-	2093
-- final cells by class --
class,count,area (sq um),share of cell area
well taps,468,585.6,0.05881
clock inverters,15,172.7,0.01734
multi-input cells,178,1937,0.1945
repair buffers,394,3233,0.3247
flip-flops and latches,178,3603,0.3619
clock buffers,17,425.4,0.04272
-- synthesized netlist by cell type, drive strengths merged --
master  count
buf        40
dfxtp     178
nor3b     178
-- worst paths after layout --
path | startpoint | endpoint | slack [ns] | cells past startpoint
hold / removal | clr | PC4_E[17] | 0.05 | 2
setup / recovery | PC4_E[17] | PC4_E[17] | -0.11 | 1
-- power groups by stage --
| stage | Combinational, uW | Sequential [uW] | Clock, uW |
|---|---|---|---|
| after CTS | 1860 | 7440 | 7260 |
| after global routing | 1970 | 7470 | 7500 |
| final | 1820 | 7440 | 6950 |
-- logic make-up (layout without fill, tap and decap cells) --
group	count (synthesis)	count (layout)
DFF	178	178
and+or+nand+nor	178	178
buffers and inverters	40	426
-- metrics by stage --
step                instances  TNS [ns]  total power, uW  setup slack, ns
global route             1250    -17.49            16950          -0.1585
global placement         1218    -1.947             9719          -0.3331
floorplan                 396         0             8208           0.1891
CTS                      1250    -15.63            16560          -0.1508
finish                   1250    -7.942            16220          -0.1071
detailed placement       1218    -1.568             9723          -0.3162
-- layout by cell type (no fill, tap or decap), drive strengths merged --
master	n
buf	214
bufinv	2
clkbuf	19
clkdlybuf4s50	178
clkinv	3
clkinvlp	1
dfxtp	178
inv	9
nor3b	178
-- registers in the layout (all words and copies together), names as in the netlist --
register and flops:
RS_E 32, lw_E 1, grf_rt_E 5, EXT_E 32, grf_rs_E 5, PC4_E 32
grf_rd_E 5, r_t_E 1, grf_we_E 1, IR_E 32, RT_E 32
-- what timing repair did --
item	in CTS	in global routing
gates resized	612	16
pin swaps	0	0
endpoints found under the setup margin	178	178
endpoints found under the hold margin	0	0
No activity file was given, so power comes from the tool's default toggle rates.
